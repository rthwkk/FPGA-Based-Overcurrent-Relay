## ./run.sh

```bash
#!/bin/bash
# OpenROAD 26Q1-2900-gdf79404cd8, Yosys 0.63+post, stock flow scripts
make -C /OpenROAD-flow-scripts/flow DESIGN_CONFIG=/design/flow/config.mk WORK_HOME=/design/flow/orfs finish
```

## ./config.mk

```make
export PLATFORM = sky130hd
export DESIGN_NAME = relay_emulating_module
export DESIGN_NICKNAME = relay_emulating_module
export VERILOG_FILES = /design/flow/design.v
export SDC_FILE = /design/flow/constraint.sdc
export NUM_CORES = 4
export LEC_CHECK = 1
export CORE_AREA = 10 10 71 71
export DIE_AREA = 0 0 81 81
```

## ./constraint.sdc

```tcl
current_design relay_emulating_module

set clk_period 2.7
set clk_io_pct 0.2

create_clock -name clk0 -period $clk_period [get_ports {clk_800hz}]

set non_clock_inputs [all_inputs -no_clocks]
set_input_delay [expr $clk_period * $clk_io_pct] -clock clk0 $non_clock_inputs
set_output_delay [expr $clk_period * $clk_io_pct] -clock clk0 [all_outputs]
```

## ./design.v

```verilog
module relay_emulating_module (
    input clk_800hz,             
    input reset,
    input [15:0] I_rms,             
    input [15:0] I_p,               
    output reg trip_signal          
);
    always @(posedge clk_800hz) begin
        if (reset) begin
            trip_signal <= 0;
        end else begin
            if (I_rms > I_p) begin
                trip_signal <= 1;
            end else begin
                trip_signal <= 0;
            end
        end
    end
endmodule
```

==> flow_summary.json <==
{
  "wl_per_cell_um": 9.23,
  "endpoint_kind": "register",
  "grt.overflow.total": 0,
  "yosys_cells": 57,
  "first_pass_iters": 2,
  "core-area_um2": 3630,
  "die-width_um": 81,
  "dp_hpwl_um": 1290,
  "regMostFlops": "trip_signal",
  "cp.depth": 7,
  "ir_worst_vdd_mv": 0.0547,
  "port-buffer-count": 34,
  "rows": 22,
  "crit_arrival_ns": 2.18,
  "grt_start_max_net_pins": 4,
  "critPathBufInv": 2,
  "outcome": "complete, no violations",
  "critPathSlowestCell": "clkdlybuf4s50_1",
  "ys_types": 17,
  "globalRouteTotalUtil": 0.0408,
  "setup.worst_path.start_class": "input port",
  "rsz0062_at_grt": "false",
  "synth-seq-cells": 1,
  "cts_setup_buffers": 0,
  "finalSetupViolCount": 0,
  "clkTransAtPathRegs_ns": 0,
  "cp_cell_sequence": "clkdlybuf4s50_1, inv_1, ha_1, a21oi_1, nand2_1, a221o_1, o31a_1",
  "min_period_ns": 2.30,
  "fp.dieH_um": 81,
  "synthCells": 57,
  "antenna_cells": 0,
  "drt-total-wl_um": 1280,
  "slew_viol_final": 0,
  "post-route-period-util": 0.851,
  "cts_resized": 0,
  "antenna_found_initial": 0,
  "tightestPinTransition_ns": 0.260,
  "lay_top_count": "clkdlybuf4s50_1",
  "hold_depth": 3,
  "p_leak_nw": 0.396,
  "fill_cells": 407,
  "largest_reg_flops": 1,
  "ios": 35,
  "placed_area_um2": 831,
  "vias": 483,
  "drt_iter0_drc": 1,
  "max_cap_violations": 0,
  "syn-cell-area_um2": 430,
  "holdBufCountCts": 0,
  "syn2layout_area_growth_pct": 93.0,
  "final_layout_top_logic_cells": "clkdlybuf4s50_1, inv_1, ha_1, a21oi_1, nand2_1",
  "setup_ws_ns": 0.402,
  "cp_max_fo": 3,
  "max_freq_mhz": 435,
  "top_regs": "trip_signal: 1 flops",
  "fin_setup_tns_ns": 0,
  "drive_above_1_share": 0.0220,
  "slew_headroom": 0.825,
  "cp.required_ns": 2.58,
  "crit_type": "in2reg",
  "globalplace.congestion": 0.735,
  "synth.avg_cell_area_um2": 7.55,
  "hold_class": "in2reg",
  "powerDensity_nw_per_um2": 139,
  "dieArea_um2": 6560,
  "max_stage_delay_ns": 0.45,
  "drc_errors": 0,
  "grt_pass1_vias": 553,
  "yosysWarnings": 1,
  "viasPerCell": 3.47,
  "finalHoldViolations": 0,
  "yosys.stat.chipArea_um2": 430,
  "pre_cts_ws_ns": 0.389,
  "antenna_left": 0,
  "floorplan.core_util": 0.118,
  "cp_top_family": "AND-OR/OR-AND gates",
  "design_area_um2": 831,
  "ys_seq_frac": 0.0465,
  "warnings": 28,
  "grt_pass1_wl_um": 2230
}
metal layers:
metal  wire (um)  vias to the layer above  GRT usage
li1            -                      269          -
met1         497                      195     0.0452
met2         583                       19     0.0701
met3         202                        0     0.0245
met4           0                        0          0
met5           0                        -          0
final cells by class:
| type | count | area, um^2 | area share |
|---|---|---|---|
| Sequential cell | 1 | 20.0 | 0.0241 |
| Inverter | 16 | 60.1 | 0.0723 |
| Tap cell | 48 | 60.1 | 0.0723 |
| Timing Repair Buffer | 34 | 340 | 0.410 |
| Multi-Input combinational cell | 40 | 350 | 0.422 |
final timing paths:
| check | start | to | slack (ns) |
|---|---|---|---|
| max | I_p[14] | trip_signal | 0.40 |
| min | reset | trip_signal | 1.18 |
through the flow:
step / power (mW) / utilization / hold slack [ns] / instances
3_5_place_dp: 0.118 / 0.229 / 1.18 / 139
2_1_floorplan: 0.0575 / - / 0.695 / 57
4_1_cts: 0.119 / 0.229 / 1.18 / 139
6_report: 0.116 / 0.229 / 1.18 / 139
5_1_grt: 0.132 / 0.229 / 1.22 / 139
3_3_place_gp: 0.116 / 0.229 / 1.18 / 139
cells in the mapped netlist (all sizes together):
cell type | n | share of area
a221o | 1 | 0.023
nor2b | 1 | 0.015
nand2 | 3 | 0.026
a21oi | 7 | 0.081
nor4 | 1 | 0.029
o21ai | 1 | 0.012
nand4 | 2 | 0.029
ha | 16 | 0.47
dfxtp | 1 | 0.047
a21boi | 1 | 0.026
o31a | 1 | 0.020
nand3 | 2 | 0.023
o211ai | 1 | 0.017
and4 | 1 | 0.020
nor2 | 1 | 0.0087
inv | 16 | 0.14
a21o | 1 | 0.017
logic make-up (layout without fill, tap and decap cells):
logic type      after synthesis  in the layout  share of synthesized area
simple gates                 11             11                      0.151
compound gates               13             13                      0.198
buf+inv                      16             50                      0.140
fa+ha+maj                    16             16                      0.465
flops                         1              1                     0.0465
tightest hold or removal path, stage by stage:
cell             delay [ns]
clkdlybuf4s50_1        0.45
a21oi_1                0.04
o31a_1                 0.09
power by group:
group / leakage, nW / internal, mW / switching (mW) / total (mW)
Combinational: 0.388 / 0.0661 / 0.0329 / 0.0990
Sequential: 0.00830 / 0.0164 / 0.000241 / 0.0166
Clock: 0 / 0 / 0 / 0
Total: 0.396 / 0.0825 / 0.0331 / 0.116
Power and IR drop assume default switching activity.
