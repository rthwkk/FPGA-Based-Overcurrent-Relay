==> flow/design.v <==
module moving_average_filter (
    input clk,                       
    input reset,                     
    input [15:0] adc_data_in,        
    output reg [15:0] filtered_data_out  
);
    reg [15:0] sample_delay_1;
    reg [15:0] sample_delay_2;
    reg [15:0] sample_delay_3;
    wire [17:0] sum_of_samples;
    assign sum_of_samples = sample_delay_1 + sample_delay_2 + sample_delay_3 + adc_data_in;
    always @(posedge clk) begin
        if (reset) begin
            sample_delay_1    <= 16'd0;
            sample_delay_2    <= 16'd0;
            sample_delay_3    <= 16'd0;
            filtered_data_out <= 16'd0;
        end else begin
            sample_delay_3 <= sample_delay_2;
            sample_delay_2 <= sample_delay_1;
            sample_delay_1 <= adc_data_in;
            filtered_data_out <= sum_of_samples >> 2; 
        end
    end
endmodule
==> flow/run.sh <==
#!/bin/bash
# OpenROAD 26Q1-2900-gdf79404cd8, Yosys 0.63+post, stock flow scripts
make -C /OpenROAD-flow-scripts/flow DESIGN_CONFIG=/design/flow/config.mk WORK_HOME=/design/flow/orfs finish
==> flow/config.mk <==
export PLATFORM = sky130hd
export DESIGN_NAME = moving_average_filter
export DESIGN_NICKNAME = moving_average_filter
export VERILOG_FILES = /design/flow/design.v
export SDC_FILE = /design/flow/constraint.sdc
export NUM_CORES = 4
export LEC_CHECK = 1
export CORE_UTILIZATION = 40
==> flow/constraint.sdc <==
current_design moving_average_filter

set clk_period 8.6
set clk_io_pct 0.2

create_clock -name clk0 -period $clk_period [get_ports {clk}]

set non_clock_inputs [all_inputs -no_clocks]
set_input_delay [expr $clk_period * $clk_io_pct] -clock clk0 $non_clock_inputs
set_output_delay [expr $clk_period * $clk_io_pct] -clock clk0 [all_outputs]
==> impl_metrics.py <==
# Flow results
metrics = {
    "setup_path": {
        "crit_top_cell": "fa_1",
        "worst-path-buf-inv": 3,
        "cp_top_family": "adder cells",
        "critPathMaxStageDelay_ns": 0.53,
        "slowest_stage": "fa_1",
        "worstPathCellList": "clkdlybuf4s50_1 -> inv_1 -> fa_1 -> inv_1 -> fa_1 -> nand2_1 -> nor2_1 -> fa_1 -> a21o_1 -> a221oi_2 -> o32ai_2 -> a31oi_2 -> o21ai_2 -> mux2_4",
        "start_kind": "input port",
        "timing.rr.start": "sample_delay_1[1]$_SDFF_PP0_",
        "worstPathArrival_ns": 5.27,
        "end_kind": "flop",
        "cp_max_fo": 3,
        "worst-setup-path-type": "in2reg",
        "crit_start": "adc_data_in[1]",
        "crit_required_ns": 8.82,
    },
    "final_layout": {
        "final_cells": 495,
        "area_growth_pct": 19.0,
        "drive_gt1_share_pct": 5.85,
    },
    "placed_design": {
        "portBuffers": 33,
        "gp_congestion": 0.811,
        "hpwl_um": 3570,
        "dpl.cell_count": 479,
    },
    "yosys": {
        "syn_inst": 351,
        "top_area_share_pct": 39.5,
        "yosys_area_sq_um": 3240,
        "synthArstFlopShare_pct": 0,
        "top_cell": "inv_1",
        "synthesis.area_sq_um": 3240,
        "yosysTopAreaCell": "dfxtp_1",
        "edf_count": 0,
        "synth-main-ff-cell": "dfxtp_1",
        "topCellsByArea": "dfxtp_1, fa_1, inv_1",
        "yosys_cells": 351,
        "synth_area_per_cell_sq_um": 9.24,
        "yosysWarnings": 1,
        "yosysUniqueCellTypes": 35,
        "top_cells_by_count": "inv_1, nor2_1, dfxtp_1, fa_1, ha_1",
        "postSynthSeqShare_pct": 39.5,
        "numSynthFlops": 64,
    },
    "route": {
        "routed_wirelength_um": 4690,
        "ant_nets": 0,
        "drtIter0Drc": 67,
        "antennaDiodeCount": 0,
        "route.vias.total": 2116,
        "dr.pass1.iters": 4,
        "drt-vias-per-instance": 4.27,
        "routedWlPerCell_um": 9.48,
        "drc": 0,
    },
    "sta": {
        "fmax_ghz": 0.198,
        "finalCritPeriodShare_pct": 58.7,
        "rsz0062_at_grt": "no",
        "drv_slew": 0,
        "finalSetupTns_ns": 0,
        "max_slew_margin_pct": 55.8,
        "hold_violations": 0,
        "finClkSkew_ns": 0.00621,
        "worstMarginPinSlew_ns": 0.663,
        "finalCriticalPeriod_ns": 5.05,
        "setup_viol": 0,
    },
    "global_routing": {
        "busiest_layer": "met1",
        "grt_usage_pct": 13.0,
        "grt_overflow": 0,
        "antenna_found_initial": 0,
        "first_global_vias": 2036,
        "grtUsageMet1_pct": 20.0,
        "use_met2_pct": 19.7,
        "grt_pass1_wl_um": 8510,
        "use_met3_pct": 4.05,
        "grt_max_degree": 68,
    },
    "power": {
        "pwr-share-clk_pct": 30.0,
        "p_per_area_nw_per_um2": 201,
        "power_frac_seq_pct": 42.7,
        "power_switching_uw": 217,
        "p_sw_share_pct": 27.9,
        "ir_drop_mv": 0.120,
        "power.leakage_nw": 1.81,
        "intPower_uw": 559,
        "p_comb_share_pct": 27.3,
    },
    "floorplanning": {
        "chip_area_sq_um": 8470,
        "die_w_um": 92.0,
        "coreArea_sq_um": 7770,
        "fp_util_pct": 41.7,
        "fp-row-count": 32,
        "die_y_um": 92.0,
        "io_pins": 34,
    },
    "worst_hold_path": {
        "worstHoldStart": "sample_delay_2[6]$_SDFF_PP0_",
        "hold_class": "reg2reg",
    },
    "clock_network": {
        "cts_post_setup_buffers_inserted": 0,
        "cts_made_buffers": 9,
        "path_clk_slew_ns": 0.06,
        "clkLatencyLatePin_ns": 0.34,
        "clock-root-buffer": "clkbuf_8",
        "post_cts_resized": 0,
        "clk_path_buf_depth": 2,
        "cts_sinks": 64,
        "holdBufCountCts": 0,
        "cts_tree": "done",
        "htreeDepth": 3,
    },
    "status": {
        "run_status": "finished, final reports clean",
    },
    "flow_run": {
        "tool_warnings": 25,
        "drv_cap": 0,
    },
}
[area by class of cell]
type,instances,area [sq um]
Clock buffer,13,169
Clock inverter,3,15.0
Fill cell,744,3910
Inverter,97,364
Multi-Input combinational cell,182,1570
Sequential cell,64,1280
Tap cell,102,128
Timing Repair Buffer,34,333
[flip-flops by register name, summed over array words and instances, names as in the netlist]
register	cells
sample_delay_3	16
sample_delay_1	16
sample_delay_2	16
filtered_data_out	16
[power by group through the flow]
| stage | clock network, mW | registers [mW] | logic, mW |
|---|---|---|---|
| after CTS | 0.244 | 0.332 | 0.215 |
| final | 0.233 | 0.332 | 0.212 |
| after global routing | 0.260 | 0.334 | 0.243 |
[worst min-delay path, stage by stage (launching register included)]
cell and delay (ns):
dfxtp_1 0.29, inv_1 0.07, nor2_1 0.05
[placed cells by master (no fill, tap or decap), drive strengths merged, types with 2 or more instances in the layout]
| master | netlist | layout |
|---|---|---|
| a21o | 6 | 6 |
| a21oi | 11 | 11 |
| a221oi | 3 | 3 |
| a31oi | 2 | 2 |
| buf | 5 | 2 |
| clkbuf | 3 | 13 |
| clkdlybuf4s50 | 0 | 32 |
| clkinv | 0 | 3 |
| dfxtp | 64 | 64 |
| fa | 32 | 32 |
| ha | 15 | 15 |
| inv | 97 | 97 |
| mux2 | 2 | 2 |
| nand2 | 5 | 5 |
| nand2b | 2 | 2 |
| nand3 | 3 | 3 |
| nand4 | 2 | 2 |
| nor2 | 68 | 68 |
| nor2b | 3 | 3 |
| nor3 | 2 | 2 |
| o21a | 3 | 3 |
| o21ai | 3 | 3 |
| o32ai | 2 | 2 |
| or3 | 2 | 2 |
| xnor2 | 5 | 5 |
| xor2 | 5 | 5 |
[final timing paths]
kind              slack, ns                               end  cells past startpoint
setup / recovery       3.55  filtered_data_out[13]$_SDFF_PP0_                     14
hold reg to reg        0.45      sample_delay_3[6]$_SDFF_PP0_                      2
setup reg to reg       5.11  filtered_data_out[13]$_SDFF_PP0_                     13
hold / removal         0.45      sample_delay_3[6]$_SDFF_PP0_                      2
[per-layer routing]
| layer | vias up | wire, um |
|---|---|---|
| met1 | 958 | 2320 |
| met2 | 37 | 2020 |
| met3 | 7 | 281 |
| met5 | - | 0 |
| met4 | 0 | 65 |
| li1 | 1114 | - |
[per-stage QoR]
step                      power [mW]  worst slack, ns  hold slack [ns]  utilization [%]  instance area (sq um)
after floorplan                0.478             3.90            0.434                -                   3240
after CTS                      0.791             3.57            0.457             49.6                   3860
final                          0.776             3.55            0.454             49.6                   3860
after global routing           0.837             3.40            0.472             49.6                   3860
after detailed placement       0.552             3.25            0.448             47.3                   3670
after global placement         0.552             3.26            0.437             47.3                   3670
[cell families after synthesis]
logic type,synth area share [%]
buf+inv,12.2
simple gates,11.4
flops,39.5
fa+ha+maj,25.5
compound gates,7.84
xor+xnor,2.70
mux,0.810
Power and IR drop assume default switching activity.
