==> flow/run.sh <==
#!/bin/bash
# OpenROAD 26Q1-2900-gdf79404cd8, Yosys 0.63+post, stock flow scripts
make -C /OpenROAD-flow-scripts/flow DESIGN_CONFIG=/design/flow/config.mk WORK_HOME=/design/flow/orfs finish
==> flow/config.mk <==
export PLATFORM = sky130hd
export DESIGN_NAME = relay_emulating2_module
export DESIGN_NICKNAME = relay_emulating2_module
export VERILOG_FILES = /design/flow/design.v
export SDC_FILE = /design/flow/constraint.sdc
export NUM_CORES = 4
export LEC_CHECK = 1
export CORE_AREA = 10 10 70 70
export DIE_AREA = 0 0 80 80
==> flow/constraint.sdc <==
current_design relay_emulating2_module

set clk_period 2.1
set clk_io_pct 0.2

create_clock -name clk0 -period $clk_period [get_ports {clk_800hz}]

set non_clock_inputs [all_inputs -no_clocks]
set_input_delay [expr $clk_period * $clk_io_pct] -clock clk0 $non_clock_inputs
set_output_delay [expr $clk_period * $clk_io_pct] -clock clk0 [all_outputs]
==> flow/design.v <==
module relay_emulating2_module (
    input clk_800hz,             
    input reset,
    input [15:0] I_rms,             
    input [15:0] I_p,               
    output reg trip_signal          
);
    always @(posedge clk_800hz) begin
        if (reset) begin
            trip_signal <= 0;
        end else begin
            if (I_rms > I_p) begin
                trip_signal <= 1;
            end
        end
    end
endmodule
==> qor.txt <==
Layout area overhead: 118%
Number of placed instances, taps included: 140
P_int: 0.117 mW
Sequential power share: 0.130
Vertical die dimension: 80 um
Comb power frac: 0.870
Synthesized area: 437 sq um
Largest net degree at the start of global routing: 4
Combined buffer and inverter count along the critical path: 2
Core Util at FP: 0.128
Unique cell type count in the Yosys netlist: 17
Synthesized area per cell: 7.53 sq um
Critical path start-end classification: input port to register
Overall die width: 80 um
Detailed Routing Iterations Pass 1: 1
Count of pins over their slew limit: 0
Yosys Warn Count: 1
Flip-flop count of the largest register, all copies and words added: 1
Fin Setup TNS: 0 ns
Clock latency reported for the late side of the worst-skew pair: 0 ns
Routed length per placed instance: 10.2 um
Count of boundary I/O pins: 35
Detailed-route DRC error count: 0
Via-per-instance ratio: 3.75
Pin slew with the least headroom to its limit: 0.231 ns
Congestion Overflow GR: 0
Kind of cell adding the most delay to the critical path: AND-OR/OR-AND gates
Total routed wire length on the met1 layer: 647 um
Area of all placed cells without fillers: 953 sq um
Hold crit path type: register to register
Placer's final routability congestion estimate: 0.732
Proportion of synthesized chip area in sequential cells: 0.0458
Number of standard cells reported by yosys: 58
Endpoint of the most critical register-to-register path: trip_signal
Least setup slack across all paths after layout: 0.0683 ns
Worst-case register-to-register setup slack: 1.16 ns
Startpoint of the worst setup timing path: I_p[6]
Cell depth of the worst flop-to-flop path: 2
Slowest stage delay, CP: 0.45 ns
Placement Setup Slack: -0.107 ns
Worst clock skew: 0 ns
Placement row count: 21
Die area: 6400 sq um
Via count of the first global-routing pass: 578
Count of buffers inserted at the top-level ports: 34
Global-route wire length before repair: 2360 um
Iteration-0 DRC Markers: 0
Setup repair after global routing missed its margin: false
Leading area contributor after synthesis: sky130_fd_sc_hd__ha_1
Clock input transition at the sequential cells of the worst setup and hold paths: 0 ns
Power density normalized to cell area: 188 nW/um^2
Switching Share: 0.350
Cell area leaders: sky130_fd_sc_hd__ha_1 (46%), sky130_fd_sc_hd__inv_1 (14%), sky130_fd_sc_hd__a21oi_1 (8.0%)
Worst setup SP type: input port
Core Footprint: 3420 sq um
Area after detailed placement: 850 sq um
Run status: complete, no violations
Maximum VDD drop: 86.9 uV
Data arrival time of the critical path: 1.91 ns
Placed wire-length estimate after detailed placement: 1320 um
Most flops, register: trip_signal
Number of max-cap violations: 0
Tally of nets with antenna violations remaining after routing: 0
Final Non-Filler Cells: 142
CP Cell Sequence: clkdlybuf4s50_1 -> inv_1 -> ha_1 -> nand2_2 -> o21ai_2 -> a2111o_1 -> o31a_1
Static leakage: 0.445 nW
Fraction of layout instances using a drive strength above 1: 0.260
Total Routed Length: 1460 um
Number of warning messages in the logs: 28
Yosys Chip Area: 437 sq um
Top Registers: trip_signal: 1 flops
Cells after Synth: 58
Number of antenna violations at the first check in global routing: 0
Met3 Wirelength: 117 um
Final Hold Violating Endpoints: 0
Achievable clock frequency: 492 MHz
Final Setup Violations: 0
Share of the clock period used by the worst path after layout: 0.967
Data required time at the worst endpoint: 1.98 ns
Hold Path Origin: trip_signal
Worst flop-to-flop path startpoint: trip_signal
Top cell type's share of synthesized area: 0.458
Hold EP: trip_signal
Top layer reached by signal wires: met3
Cell type of the slowest stage on the worst timing path: sky130_fd_sc_hd__clkdlybuf4s50_1
Via count: 533
Kind of end point of the critical path: register
Normalized max-slew margin: 0.845
Number of antenna diodes: 0
Number of cells on the worst hold path: 2
Final worst path period need: 2.03 ns
CP Max Fanout: 2
Total met2 wirelength after detailed routing: 690 um
Net Sw Power: 0.0627 mW
Clock network power share: 0
Total global-route track usage: 0.0430
Number of storage elements in the synthesis netlist: 1
through the flow:
stage / utilization / power, mW / hold WS, ns
after global routing: 0.279 / 0.199 / 0.592
after floorplan: - / 0.0770 / 0.514
after detailed placement: 0.249 / 0.161 / 0.575
final: 0.279 / 0.179 / 0.582
after CTS: 0.278 / 0.179 / 0.594
after global placement: 0.249 / 0.158 / 0.567
layout by cell type (no fill, tap or decap), types with 2 or more instances in the layout:
| cell | netlist | routed |
|---|---|---|
| sky130_fd_sc_hd__inv_2 | 0 | 7 |
| sky130_fd_sc_hd__a21oi_2 | 0 | 3 |
| sky130_fd_sc_hd__a21oi_1 | 7 | 4 |
| sky130_fd_sc_hd__nor2_1 | 2 | 2 |
| sky130_fd_sc_hd__nand4_1 | 3 | 3 |
| sky130_fd_sc_hd__nand3_1 | 2 | 2 |
| sky130_fd_sc_hd__ha_4 | 0 | 7 |
| sky130_fd_sc_hd__clkdlybuf4s50_1 | 0 | 14 |
| sky130_fd_sc_hd__buf_4 | 0 | 4 |
| sky130_fd_sc_hd__dlygate4sd2_1 | 0 | 20 |
| sky130_fd_sc_hd__ha_1 | 16 | 9 |
| sky130_fd_sc_hd__inv_1 | 16 | 9 |
routing by layer:
metal	global-route usage	vias up
li1	-	280
met1	0.0549	235
met2	0.0730	18
met3	0.0136	0
met4	0	0
met5	0	-
cell usage after synthesis:
library cell and number:
sky130_fd_sc_hd__nor2b_1 1, sky130_fd_sc_hd__nand2_1 2, sky130_fd_sc_hd__a21boi_2 1, sky130_fd_sc_hd__o31a_1 1
sky130_fd_sc_hd__a21oi_1 7, sky130_fd_sc_hd__nor4_2 1, sky130_fd_sc_hd__inv_1 16, sky130_fd_sc_hd__a2111o_1 1
sky130_fd_sc_hd__a21boi_1 1, sky130_fd_sc_hd__nand4_1 3, sky130_fd_sc_hd__o211ai_1 1, sky130_fd_sc_hd__a21o_1 1
sky130_fd_sc_hd__ha_1 16, sky130_fd_sc_hd__nand3_1 2, sky130_fd_sc_hd__dfxtp_1 1, sky130_fd_sc_hd__nor2_1 2
sky130_fd_sc_hd__o21ai_0 1
worst register-to-register path: cells and delay by family, from the launching register on:
family	cells	cell delay, ns
flip-flops	1	0.30
AND-OR/OR-AND	2	0.52
power by group through the flow:
stage	clock (mW)	sequential (mW)	combinational, mW
6_report	0	0.0233	0.156
5_1_grt	0	0.0233	0.176
4_1_cts	0	0.0231	0.156
cells by family (layout without fill, tap and decap cells):
| family | Yosys count | count (layout) | synth area share |
|---|---|---|---|
| buf+inv | 16 | 54 | 0.138 |
| fa+ha+maj | 16 | 16 | 0.458 |
| compound gates | 14 | 14 | 0.215 |
| simple gates | 11 | 11 | 0.143 |
| flops | 1 | 1 | 0.0458 |
layout make-up:
type                       instances  area (sq um)
fill                             375          2460
tap                               46          57.6
sequential                         1          20.0
multi-input combinational         41           470
inverter                          16          60.1
timing repair buffer              38           345
worst max path at each step:
| stage | depth (start not counted) | to | slack, ns |
|---|---|---|---|
| finish | 7 | trip_signal | 0.07 |
| global route | 8 | trip_signal | 0.002 |
| CTS | 7 | trip_signal | 0.006 |
timing repair:
action | in CTS | in global routing
setup buffers | 2 | 0
endpoints found under the setup margin | 1 | 1
pin swaps | 14 | 2
hold buffers | 0 | 0
gates resized | 40 | 1
No activity file was given, so power comes from the tool's default toggle rates.
